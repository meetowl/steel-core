--- /design/flow/run.sh ---
#!/bin/bash
# OpenROAD 26Q1-2900-gdf79404cd8, Yosys 0.63+post, stock flow scripts
make -C /OpenROAD-flow-scripts/flow DESIGN_CONFIG=/design/flow/config.mk WORK_HOME=/design/flow/orfs finish
--- /design/flow/config.mk ---
export PLATFORM = sky130hd
export DESIGN_NAME = bus_arbiter
export DESIGN_NICKNAME = bus_arbiter
export VERILOG_FILES = /design/flow/design.v
export SDC_FILE = /design/flow/constraint.sdc
export NUM_CORES = 4
export LEC_CHECK = 1
export CORE_AREA = 10 10 125 125
export DIE_AREA = 0 0 135 135
--- /design/flow/constraint.sdc ---
current_design bus_arbiter

set clk_period 4.6
set clk_io_pct 0.2

create_clock -name clk0 -period $clk_period [get_ports {CLK}]

set non_clock_inputs [all_inputs -no_clocks]
set_input_delay [expr $clk_period * $clk_io_pct] -clock clk0 $non_clock_inputs
set_output_delay [expr $clk_period * $clk_io_pct] -clock clk0 [all_outputs]
--- /design/flow/design.v ---
`timescale 1ns / 1ps
module bus_arbiter(
    input wire CLK,
    input wire RESET,
    input wire [31:0] D_ADDR,
    input wire [31:0] DATA_OUT,
    input wire WR_REQ,
    input wire [3:0] WR_MASK,
    output wire [31:0] DATA_IN,
    output wire [31:0] D_ADDR_1,
    output wire [31:0] DATA_OUT_1,
    output wire WR_REQ_1,
    output wire [3:0] WR_MASK_1,
    input wire [31:0] DATA_IN_1,
    output wire [31:0] D_ADDR_2,
    output wire [31:0] DATA_OUT_2,
    output wire WR_REQ_2,
    output wire [3:0] WR_MASK_2,
    input wire [31:0] DATA_IN_2
    );
    reg last_access;
    wire uart_access = D_ADDR[31:12] == 20'h00010;
    always @(posedge CLK)
    begin
        if(RESET) last_access <= 1'b0;
        else last_access <= uart_access;
    end
    assign D_ADDR_1 = uart_access ? D_ADDR : 32'b0;
    assign DATA_OUT_1 = uart_access ? DATA_OUT : 32'b0;
    assign WR_REQ_1 = uart_access ? WR_REQ : 1'b0;
    assign WR_MASK_1 = uart_access ? WR_MASK : 4'b0;
    assign D_ADDR_2 = ~uart_access ? D_ADDR : 32'b0;
    assign DATA_OUT_2 = ~uart_access ? DATA_OUT : 32'b0;
    assign WR_REQ_2 = ~uart_access ? WR_REQ : 1'b0;
    assign WR_MASK_2 = ~uart_access ? WR_MASK : 4'b0;
    assign DATA_IN = last_access ? DATA_IN_1 : DATA_IN_2;
endmodule
==> deck_impl_summary.md <==
Key Metrics from the Run

Status
  • Outcome: complete, no violations

Final timing
  • Min Tclk post-route: just under 4000 ps
  • Fmax: between 200 and 300 MHz
  • Final setup TNS: 0 ps
  • Hold Vio Cnt, Final: 0
  • Final max-slew violation count: 0
  • Final setup viols: 0
  • Tcrit/Tclk final: 0.8407
  • RSZ-0062 raised after global routing: false
  • Final WS setup: 732.8 ps
  • Min Hold Slack: ~1500 ps

Placement
  • Post-DP HPWL: around 9600 µm
  • DP Area: about 0.0043 mm²
  • Gp weighted congestion: between 0.8 and 0.9
  • Dpl ws: between 700 and 800 ps
  • Port Buf Inserts: approximately 290

Route
  • Wirelength per Cell: between 15 and 20 µm
  • Routed WL: around 11000 µm
  • Ant. Diodes: 0
  • DRT Pass-1 Iters: 4
  • ANT nets after route: 0
  • Vias: approximately 2400
  • Vias per cell: about 3.9
  • DRC: 0
  • Number of DRC markers in iteration 0: just over 70

GRT
  • Largest net degree at the start of global routing: 66
  • Grt total ovfl: 0
  • GRT Util Overall: 0.1044
  • Initial antenna violation count: 0
  • Vias in the first global route: 2568
  • First-pass GRT wire length: about 15000 µm

Setup path
  • CP arrival: 2950 ps
  • CP Capture Point: DATA_OUT_1[6]
  • Most used cell, CP: clkdlybuf4s50_1
  • CP Capture Type: primary output
  • Crit path buffers/inverters: 3
  • Critical-path top delay cell: clkdlybuf4s50_1
  • Slowest stage delay, CP: ~470 ps
  • Top delay family on crit path: buffers and inverters
  • CP cell instances: clkdlybuf4s50_1 -> nor4_1 -> and4_2 -> buf_4 -> and3_1 -> clkdlybuf4s50_1
  • Crit path DRT: between 3000 and 4000 ps
  • Crit path kind: in -> out
  • Startpoint types: input pin
  • Crit. Startpoint: D_ADDR[19]
  • Max FO, Critical Path: 36
  • Critical Path Stages: 6

Final layout
  • Layout fillers: 1294
  • Layout cell share with drive strength beyond 1: 0.07572
  • Area grow syn2layout: 186.1%
  • Largest reg by FF count: last_access
  • Number of flip-flops in the largest register: 1
  • Biggest regs: last_access x1
  • Design Area, Final: about 0.0043 mm²

Floorplanning
  • Row Count: a little over 40
  • I/O Pins: about 310
  • Die W: 135 µm
  • FP Core Util: 0.1185
  • Die area: between 0.015 and 0.02 mm²
  • Core Area: about 0.013 mm²
  • Vert. Die Dim: between 100 and 150 µm

Power
  • Pwr Density: 58.01 mW/mm²
  • Total power: 251.3 µW
  • Worst ir drop on vdd: 0.02612 mV
  • Lkg Pwr: 0.001743 µW

Clocking
  • Post-CTS sizing: 0
  • Clock transition at path regs: 0 ps
  • # hold bufs at CTS: 0
  • Post-CTS setup buffers: 0

Synthesis
  • Flops after synth: 1
  • Number of synthesized flops with an enable pin: 0
  • Yosys top cell by instances: and3_1
  • Register area share after synthesis: 0.01322
  • Yosys cell count: 205
  • Syn Inst Count: between 200 and 250
  • Synth cell types: 17
  • Post-Syn Area: approximately 0.0015 mm²
  • Synth cell count leaders: 49 x and3_1, 43 x a21boi_0, 30 x clkbuf_1
  • YS chip area: 0.001514 mm²
  • Yosys top cell area share: 0.2132
  • Cell taking the most area after synthesis: a21boi_0
  • Warnings from Yosys: 1
  • Async S/R FF share, synth: 0
  • Commonest flop: dfxtp_1
  • Mean Syn Cell Area: 7.385 µm²
  • Cell area leaders: a21boi_0 21%, and3_1 20%, mux2_2 19%, buf_4 11%, clkbuf_1 7.4%

Min path
  • Hold Crit Class: in -> reg

Flow run
  • Max_cap viols: 0
  • Count of tool warnings: 28
## per-layer routing
metal,track usage,wire [µm],vias up
met5,0,0,-
met4,0.002392,27,0
met3,0.03953,1277,2
met2,0.2012,5469,186
met1,0.1096,4002,1050
li1,-,-,1178
## final cells by class
class | instances | area [µm²] | area share
Sequential cell | 1 | 20.02 | 0.004622
Tap cell | 172 | 215.2 | 0.04968
Multi-Input combinational cell | 158 | 1194 | 0.2756
Timing Repair Buffer | 290 | 2903 | 0.6701
## cells by family (layout without fill, tap and decap cells)
kind of cell           count (synthesis)  count (layout)  share of synthesized area
flip-flops                             1               1                    0.01322
AND-OR/OR-AND                         50              50                     0.2479
AND/OR/NAND/NOR                       57              57                     0.2488
other                                  1              19                   0.002477
buffers and inverters                 64             290                     0.2496
multiplexers                          32              32                     0.2380
## layout by cell type, fill, tap and decap left out
master           instances
buf_12                   1
dfxtp_1                  1
and4_2                   1
a21boi_1                 7
and3b_1                  1
mux2_1                   6
a21boi_0                43
and3_1                  49
buf_4                    4
and2_1                   1
nor4_4                   1
nor4_1                   3
mux2_2                  26
clkdlybuf4s50_1        285
nor4b_2                  1
conb_1                  19
## power breakdown
group | internal, µW | switching [µW]
Sequential | 8.85 | 0.00000188
Clock | 0 | 0
Combinational | 193 | 49.6
## how the worst min path moves through the flow
| stage | from | endpoint | cells after the start |
|---|---|---|---|
| final | RESET | last_access | 2 |
| after global routing | RESET | last_access | 2 |
| after CTS | RESET | last_access | 2 |
## stage by stage
| step | instances | utilization |
|---|---|---|
| floorplan | 223 | - |
| global placement | 621 | 0.3391 |
| detailed placement | 621 | 0.3391 |
| CTS | 621 | 0.3391 |
| global route | 621 | 0.3391 |
| finish | 621 | 0.3391 |
Power is estimated from default activity; no workload was simulated.
